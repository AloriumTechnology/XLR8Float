===== constraint.sdc =====
current_design xlr8_xf

set clk_period 10.3
set clk_io_pct 0.2

create_clock -name clk0 -period $clk_period [get_ports {cp2}]

set non_clock_inputs [all_inputs -no_clocks]
set_input_delay [expr $clk_period * $clk_io_pct] -clock clk0 $non_clock_inputs
set_output_delay [expr $clk_period * $clk_io_pct] -clock clk0 [all_outputs]

===== config.mk =====
export PLATFORM = sky130hd
export DESIGN_NAME = xlr8_xf
export DESIGN_NICKNAME = xlr8_xf
export VERILOG_FILES = /design/flow/design.v
export SDC_FILE = /design/flow/constraint.sdc
export NUM_CORES = 4
export LEC_CHECK = 1
export CORE_AREA = 10 10 244 244
export DIE_AREA = 0 0 254 254

===== design.v =====
`timescale 1 ns / 1 ns
module xlr8_xf #(
                 parameter STGI_XF_CTRL_ADR   = 8'h10,
                 parameter STGI_XF_STATUS_ADR = 8'h11,
                 parameter STGI_XF_R0_ADR     = 8'h0C,  
                 parameter STGI_XF_R1_ADR     = 8'h0D,
                 parameter STGI_XF_R2_ADR     = 8'h0E,
                 parameter STGI_XF_R3_ADR     = 8'h0F,
                 parameter STGI_XF_PRELOAD_DELTA = 8'h03,
                 parameter STGI_XF_P0_LATENCY = 8'h01,     
                 parameter STGI_XF_P1_LATENCY = 8'h02,     
                 parameter STGI_XF_P2_LATENCY = 8'h05,     
                 parameter STGI_XF_P3_LATENCY = 8'h03,     
                 parameter STGI_XF_P4_LATENCY = 8'h1C,     
                 parameter STGI_XF_P5_LATENCY = 8'h06,     
                 parameter STGI_XF_P6_LATENCY = 8'h01,     
                 parameter STGI_XF_P7_LATENCY = 8'h01      
         )
   (cp2,
    ireset,
    adr,
    dbus_in,
    dbus_out,
    iore,
    iowe,
    out_en,
    core_ramadr,
    core_ramre,
    core_ramwe,
    core_dm_sel,
    gprf,
    xf_dataa,
    xf_datab,
    xf_en,
    xf_p0_result,
    xf_p1_result,
    xf_p2_result,
    xf_p3_result,
    xf_p4_result,
    xf_p5_result,
    xf_p6_result,
    xf_p7_result
    );
   input               ireset;
   input               cp2;
   input [5:0]         adr;
   input [7:0]         dbus_in;
   output[7:0]         dbus_out;
   input               iore;
   input               iowe;
   output              out_en;
   input [7:0]         core_ramadr;
   input               core_ramre;
   input               core_ramwe;
   input               core_dm_sel;
   input [8*32-1:0]     gprf;
   output [31:0]        xf_dataa;
   output [31:0]        xf_datab;
   output [7:0]         xf_en;          
   input [31:0]         xf_p0_result;
   input [31:0]         xf_p1_result;
   input [31:0]         xf_p2_result;
   input [31:0]         xf_p3_result;
   input [31:0]         xf_p4_result;
   input [31:0]         xf_p5_result;
   input [31:0]         xf_p6_result;
   input [31:0]         xf_p7_result;
   localparam STGI_XF_P0_CMD  = 3'h0;
   localparam STGI_XF_P1_CMD  = 3'h1;
   localparam STGI_XF_P2_CMD  = 3'h2;
   localparam STGI_XF_P3_CMD  = 3'h3;
   localparam STGI_XF_P4_CMD  = 3'h4;
   localparam STGI_XF_P5_CMD  = 3'h5;
   localparam STGI_XF_P6_CMD  = 3'h6;
   localparam STGI_XF_P7_CMD  = 3'h7;
   localparam CTRL_DM_LOC   = (STGI_XF_CTRL_ADR   >= 16'h60) ? 1 : 0;
   localparam STATUS_DM_LOC = (STGI_XF_STATUS_ADR >= 16'h60) ? 1 : 0;
   localparam R_DM_LOC      = (STGI_XF_R0_ADR     >= 16'h60) ? 1 : 0;
   logic [31:0]         result; 
   logic [7:0]  ctrl_reg;
   logic [7:0]  status_reg;
   logic [31:0] xf_dataa;
   logic [31:0] xf_datab;
   logic [7:0]  xf_sel;
   logic [2:0]  current_cmd;
   logic [7:0]  port_complete;
   logic        fp_complete;
   logic        function_start;
   logic        function_active;
   logic [7:0]  result_tc;
   logic ctrl_adr;
   logic status_adr;
   logic r0_adr;
   logic r1_adr;
   logic r2_adr;
   logic r3_adr;
   logic ctrl_re;
   logic ctrl_we;
   logic status_re;
   logic r0_re;
   logic r1_re;
   logic r2_re;
   logic r3_re;
   logic [7:0]         xf_en;          
   assign ctrl_adr   = CTRL_DM_LOC   ? 
                       (core_dm_sel && core_ramadr == STGI_XF_CTRL_ADR) :
                       ({2'h0,adr} == STGI_XF_CTRL_ADR);
   assign status_adr = STATUS_DM_LOC ? 
                       (core_dm_sel && core_ramadr == STGI_XF_STATUS_ADR) :
                       ({2'h0,adr} == STGI_XF_STATUS_ADR);
   assign r0_adr    = R_DM_LOC     ? 
                       (core_dm_sel && core_ramadr == STGI_XF_R0_ADR) :
                       ({2'h0,adr} == STGI_XF_R0_ADR);
   assign r1_adr    = R_DM_LOC     ? 
                       (core_dm_sel && core_ramadr == STGI_XF_R1_ADR) :
                       ({2'h0,adr} == STGI_XF_R1_ADR);
   assign r2_adr     = R_DM_LOC      ? 
                       (core_dm_sel && core_ramadr == STGI_XF_R2_ADR) :
                       ({2'h0,adr} == STGI_XF_R2_ADR);
   assign r3_adr     = R_DM_LOC      ? 
                       (core_dm_sel && core_ramadr == STGI_XF_R3_ADR) :
                       ({2'h0,adr} == STGI_XF_R3_ADR);
   assign ctrl_re   = ctrl_adr   && (CTRL_DM_LOC   ? core_ramre : iore);
   assign ctrl_we   = ctrl_adr   && (CTRL_DM_LOC   ? core_ramwe : iowe);
   assign status_re = status_adr && (STATUS_DM_LOC ? core_ramre : iore);
   assign r0_re     = r0_adr     && (R_DM_LOC      ? core_ramre : iore);
   assign r1_re     = r1_adr     && (R_DM_LOC      ? core_ramre : iore);
   assign r2_re     = r2_adr     && (R_DM_LOC      ? core_ramre : iore);
   assign r3_re     = r3_adr     && (R_DM_LOC      ? core_ramre : iore);
   assign dbus_out = ({8{ctrl_re}}   & ctrl_reg)        |
                     ({8{status_re}} & status_reg)      |
                     ({8{r0_re}}     & result[7:0])     |
                     ({8{r1_re}}     & result[15:8])    |
                     ({8{r2_re}}     & result[23:16])   |
                     ({8{r3_re}}     & result[31:24]);
   assign out_en   = ctrl_re   ||
                     status_re ||
                     r0_re     ||
                     r1_re     ||
                     r2_re     ||
                     r3_re;
   always@(posedge cp2 or negedge ireset) begin: ctrlreg
      if (!ireset) begin
         ctrl_reg <= 8'h00;
      end
      else begin
         ctrl_reg <= (ctrl_we) ? {1'b0, dbus_in[6:0]} : ctrl_reg;
      end
   end
   assign current_cmd = (ctrl_we) ? dbus_in[2:0] : ctrl_reg[2:0];
   assign function_start = ctrl_we & (dbus_in[6] == 1'b1);
   always@(posedge cp2 or negedge ireset)
     begin
        if (!ireset) begin
           function_active <= 1'h0;
        end
        else begin
           if (function_start && ~fp_complete) begin
              function_active <= 1'b1;
           end else if (fp_complete) begin
              function_active = 1'b0;
           end
        end
     end
   always@(posedge cp2 or negedge ireset)
     begin
        if (!ireset) begin
           status_reg <= 8'h00;
        end
        else begin
           if (fp_complete) begin
              status_reg[7] <= 1'b1;
              status_reg[6] <= ~|xf_sel;  
              status_reg[5:0] <= 6'h0;
           end else if (function_start) begin  
              status_reg <= 8'h00;
           end else if (dbus_out[7] && status_re) begin  
              status_reg[7] <= 1'b0;
           end
        end  
     end  
   always@(posedge cp2 or negedge ireset)
     begin
        if (!ireset) begin
           xf_dataa <= 32'h00000000;
           xf_datab <= 32'h00000000;
        end
        else begin   
           xf_dataa <= gprf[22*8 +: 4*8];
           xf_datab <= gprf[18*8 +: 4*8];
        end
     end  
   always_comb begin
      xf_sel[0] = (current_cmd == STGI_XF_P0_CMD) && (STGI_XF_P0_LATENCY != 8'd0);
      xf_sel[1] = (current_cmd == STGI_XF_P1_CMD) && (STGI_XF_P1_LATENCY != 8'd0);
      xf_sel[2] = (current_cmd == STGI_XF_P2_CMD) && (STGI_XF_P2_LATENCY != 8'd0);
      xf_sel[3] = (current_cmd == STGI_XF_P3_CMD) && (STGI_XF_P3_LATENCY != 8'd0);
      xf_sel[4] = (current_cmd == STGI_XF_P4_CMD) && (STGI_XF_P4_LATENCY != 8'd0);
      xf_sel[5] = (current_cmd == STGI_XF_P5_CMD) && (STGI_XF_P5_LATENCY != 8'd0);
      xf_sel[6] = (current_cmd == STGI_XF_P6_CMD) && (STGI_XF_P6_LATENCY != 8'd0);
      xf_sel[7] = (current_cmd == STGI_XF_P7_CMD) && (STGI_XF_P7_LATENCY != 8'd0);
   end
   always_comb xf_en = xf_sel & {8{function_start}};
   always_comb begin
      port_complete[0] = (((STGI_XF_PRELOAD_DELTA >= STGI_XF_P0_LATENCY) && function_start) ||
                          ((result_tc == STGI_XF_P0_LATENCY) && function_active)) && 
                         (current_cmd == STGI_XF_P0_CMD);
      port_complete[1] = (((STGI_XF_PRELOAD_DELTA >= STGI_XF_P1_LATENCY) && function_start) ||
                          ((result_tc == STGI_XF_P1_LATENCY) && function_active)) && 
                         (current_cmd == STGI_XF_P1_CMD);
      port_complete[2] = (((STGI_XF_PRELOAD_DELTA >= STGI_XF_P2_LATENCY) && function_start) ||
                          ((result_tc == STGI_XF_P2_LATENCY) && function_active)) && 
                         (current_cmd == STGI_XF_P2_CMD);
      port_complete[3] = (((STGI_XF_PRELOAD_DELTA >= STGI_XF_P3_LATENCY) && function_start) ||
                          ((result_tc == STGI_XF_P3_LATENCY) && function_active)) && 
                         (current_cmd == STGI_XF_P3_CMD);
      port_complete[4] = (((STGI_XF_PRELOAD_DELTA >= STGI_XF_P4_LATENCY) && function_start) ||
                          ((result_tc == STGI_XF_P4_LATENCY) && function_active)) && 
                         (current_cmd == STGI_XF_P4_CMD);
      port_complete[5] = (((STGI_XF_PRELOAD_DELTA >= STGI_XF_P5_LATENCY) && function_start) ||
                          ((result_tc == STGI_XF_P5_LATENCY) && function_active)) && 
                         (current_cmd == STGI_XF_P5_CMD);
      port_complete[6] = (((STGI_XF_PRELOAD_DELTA >= STGI_XF_P6_LATENCY) && function_start) ||
                          ((result_tc == STGI_XF_P6_LATENCY) && function_active)) && 
                         (current_cmd == STGI_XF_P6_CMD);
      port_complete[7] = (((STGI_XF_PRELOAD_DELTA >= STGI_XF_P7_LATENCY) && function_start) ||
                          ((result_tc == STGI_XF_P7_LATENCY) && function_active)) && 
                         (current_cmd == STGI_XF_P7_CMD);
   end
   assign fp_complete = |port_complete;
   always@(posedge cp2 or negedge ireset)
     begin: resulttimingchain
        if (!ireset) begin
           result_tc <= STGI_XF_PRELOAD_DELTA;
           result <= 32'h00000000;
        end
        else begin
           if ((result_tc > STGI_XF_PRELOAD_DELTA) || function_start) begin 
                result_tc <= result_tc + 1;
           end
           if (fp_complete) begin: snagresults
              result_tc <= STGI_XF_PRELOAD_DELTA;
              case (port_complete)
                8'h01: result <= xf_p0_result;
                8'h02: result <= xf_p1_result;
                8'h04: result <= xf_p2_result;
                8'h08: result <= xf_p3_result;
                8'h10: result <= xf_p4_result;
                8'h20: result <= xf_p5_result;
                8'h40: result <= xf_p6_result;
                8'h80: result <= xf_p7_result;
                default: result <= result;
              endcase  
           end  
        end
     end  
   wire _unused_ok = &{1'b0,
                       gprf[255:208],gprf[143:0],  
                       1'b0};
endmodule 

===== run.sh =====
#!/bin/bash
# OpenROAD 26Q1-2900-gdf79404cd8, Yosys 0.63+post, stock flow scripts
make -C /OpenROAD-flow-scripts/flow DESIGN_CONFIG=/design/flow/config.mk WORK_HOME=/design/flow/orfs finish

==> highlights.md <==
* completed — status
* clkbuf_16 — CTS Root Cell
* 0.00755 — xor and xnor area share after synthesis
* 0.149 — global-route usage over all layers
* 1090 ps — actual transition at the worst max-transition pin
* 5030 ps — critical path data arrival time
* 1.00 — share of synthesized registers carrying an async set or reset
* 0 — number of failing setup endpoints in the final timing report
* 2 — maximum clock insertion buffer count
* met2 — busiest layer in global routing
* 0.328 — switch share
* 27 — initial antenna violation count
* 620 ps — Max stage delay on crit path
* 0.403 — proportion of netlist area held by the largest area contributor
* dfrtp_1, mux2i_1, a21oi_1, a221o_1, o21ai_0 — Largest cells by area
* dfrtp_1 — Primary FF master, synth
* 0.0536 — MUX share of area
* clkdlybuf4s50_1 — Slowest-stage cell, CP
* 0.410 — portion of the post-synthesis area used by sequential elements
* 26.8 microns — wire per inst
* 0.0540 sq mm — core outline area
* 0 — number of buffers added for setup after CTS
* 81.1% — area growth from synthesis to layout
* 0.289 — relative contribution of combinational cells to total power
* 114 — clock sinks
* 8350 — number of global-route vias before repair
* 1.20 mW — Power Internal
* 0 ps — Total Negative Setup Slacks
* 0 — count of library flops with an enable pin
* 0.141 GHz — maximum clock frequency
* 3200 ps — Place WS
* 0 — number of hold violations in the final report
* 2 — count of cells along the worst hold path
* 0.0120 sq mm — Area after DPL
* 0.0126 sq mm — post-layout instance area
* 40.7 mm — DP Wirelength
* 1 — number of warnings issued by yosys
* 1832 — non-filler instance count after layout
* 722 — cell count in the Yosys report
* 1.78 mW — total power of the final layout
* 460 ps — clock network latency to the later pin of the worst-skew pair
* 0.150 — area fraction in and, or, nand and nor cells after synthesis
* 1790 — dpl cells
* clkdlybuf4s50_1 > nor3b_4 > nand2_1 > o21ai_2 > nor3b_1 > clkdlybuf4s50_1 — cell breakdown of the critical path
* 0.0959 — layout cell share with drive strength beyond 1
* 4.39 — via density per instance
* 0.00719 — adder-cell share of the synthesized area
* 0 — Max-cap violations
* 254 microns — die width
* 0.323 — AND-OR/OR-AND share of the synthesized area
* 114 — Synthesized registers
* done — TritonCTS clock tree
* 0 — Post-CTS Hold Fix Bufs
* 622 — IO Pins
* 8043 — vias after detailed routing
* 6 — path length in cells of the critical path
* 417 — I/O Buffers
* 4.51 nW — Pleak
* simple AND/OR/NAND/NOR gates — dominant delay contributor by cell family on the critical path
* 8240 ps — Worst Path Required
* 12.1 ps — worst-case clock skew
* 0.00696 sq mm — area of the mapped netlist
* 254 microns — Die Span Y
* 583 uW — net switching power of the design
* input pin to primary output — kind of critical path
* 66 — maximum number of pins on one net before global-route repair
* dfrtp_1 — Yosys top cell by area
* 0.351 — part of the total power dissipated in the clock network
* 9.64 sq um — Post-Synthesis Mean Instance Area
* 0.0909 — GRT met3 Usage
* 0.129 — Floorplan Utilization
* no — RSZ-0062 raised after global routing
* 4 — maximum level of the CTS H-tree
* 722 — Post-Syn Instances
* 11 — largest driver fanout on the critical path
* 0.212 — met2 Resource Use GR
* 85 — number of core rows
* 8 — detailed-routing iteration count for the pre-antenna-repair pass
* 0 — antenna-violating nets left
* 0 — remaining global-route overflow
* 7090 ps — post-layout min period
* 3210 ps — setup slack after layout
* 460 — initial drt markers
* 0.360 — Sequential Power Share
* 17 — clock buffer count from CTS
* 141 mW/mm^2 — PD cells
* 0.0000952 V — largest vdd supply drop
* 0.861 — GP Congestion
* 8 — count of cells along the worst register-to-register path
* 5938 — Filler cells
* 2 — count of buffering cells on the critical path with inverters included
* 59 — distinct cell type count after synthesis
* 0 — final max-slew violation count
* 232 — stage-log warning count
* result (32), xf_dataa (32), xf_datab (32) — registers with the most flip-flops
* clkdlybuf4s50_1 — crit-path most repeated cell
* 49.1 mm — total wire length
* 65.7 mm — wire length of the first global-routing pass
* register to register — worst min-delay path category
* 0.255 — slew margin rel.
* primary output — kind of capture point of the worst setup path
* input pin — crit start category
* 0.188 — global-route track usage on met1
* 0 — DR DRC count
* 60 ps — clock transition at the registers of the reported paths
* 0.00696 sq mm — yosys synthesis chip area
* 0 — Post-CTS Resized
* 0.688 — period utilization
* AND-OR/OR-AND gates — Top non-seq family
* 0.0645 sq mm — die footprint
[placed cells by master (no fill, tap or decap), drive strengths merged, types with 3 or more instances in the layout]
cell	n
clkdlybuf4s50	416
dfrtp	112
o21ai	69
a21oi	67
nand2	66
and3	35
mux2i	35
a211oi	33
a221o	32
a2111oi	32
a22o	31
buf	28
nand3	19
nor3	18
clkbuf	18
a22oi	12
diode	10
nor2	10
a222oi	8
nor3b	8
inv	7
and2	6
nor2b	5
xor2	5
clkinv	5
nand4	4
ha	4
clkinvlp	4
nor4	4
nand3b	3
bufinv	3
o211ai	3
[area by class of cell]
type / instances / area, sq um / share of cell area
Tap cell: 696 / 871 / 0.0691
Multi-Input combinational cell: 531 / 3840 / 0.305
Inverter: 5 / 18.8 / 0.00149
Clock inverter: 14 / 181 / 0.0144
Clock buffer: 18 / 439 / 0.0348
Antenna cell: 10 / 25.0 / 0.00198
Timing Repair Buffer: 444 / 4380 / 0.347
Sequential cell: 114 / 2860 / 0.226
[cell usage after synthesis, types with 6 or more instances]
cell type and number:
dfrtp_1 112, a21oi_1 66, nand2_1 65, o21ai_0 61, clkbuf_1 50, and3_1 35, mux2i_1 35, a211oi_1 33
a221o_1 32, a22o_1 31, a2111oi_2 20, nand3_1 19, nor3_1 17, buf_2 16, a22oi_1 11, nor2_1 9
a2111oi_1 8, a222oi_1 8, nor3b_1 7, and2_1 6
[power by group through the flow]
stage | combinational (mW) | clock (mW) | sequential (mW)
global route | 0.562 | 0.669 | 0.652
CTS | 0.517 | 0.655 | 0.641
finish | 0.514 | 0.625 | 0.640
[metrics by stage]
stage	hold WS [ps]	util
2_1_floorplan	445	-
3_3_place_gp	459	0.221
3_5_place_dp	461	0.221
4_1_cts	486	0.233
5_1_grt	507	0.233
6_report	485	0.233
[metal layers]
layer	routed length [microns]	vias up
met2	19600	529
met5	136	-
met4	1360	22
li1	-	3624
met1	21200	3794
met3	6780	74
[path summary, 6_finish.rpt]
path,startpoint,endpoint,slack [ps]
setup / recovery,adr[1],xf_en[1],3210
max in group asynchronous,ireset,result[3],7560
hold / removal,ctrl_reg[3],ctrl_reg[3],480
hold reg to reg,ctrl_reg[3],ctrl_reg[3],480
min in group asynchronous,ireset,xf_dataa[8],1590
setup reg to reg,result_tc[5],result[21],6580
[logic make-up (layout without fill, tap and decap cells)]
group,Yosys count,in the layout
AND-OR/OR-AND,296,296
XOR/XNOR,6,6
adder cells (fa/ha/maj),4,4
buffers and inverters,77,481
flip-flops,114,114
multiplexers,37,37
other,0,10
AND/OR/NAND/NOR,188,188
[worst min-delay path: cells and delay by family, from the launching register on]
kind,cells,cell delay [ps]
DFF,1,350
and+or+nand+nor,2,110
No activity file was given, so power comes from the tool's default toggle rates.
