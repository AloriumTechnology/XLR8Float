File: /design/flow/config.mk
export PLATFORM = sky130hd
export DESIGN_NAME = xlr8_fdiv
export DESIGN_NICKNAME = xlr8_fdiv
export VERILOG_FILES = /design/flow/design.v
export SDC_FILE = /design/flow/constraint.sdc
export NUM_CORES = 4
export LEC_CHECK = 1
export CORE_UTILIZATION = 40
File: /design/flow/constraint.sdc
current_design xlr8_fdiv

set clk_period 11.8
set clk_io_pct 0.2

create_clock -name clk0 -period $clk_period [get_ports {clk}]

set non_clock_inputs [all_inputs -no_clocks]
set_input_delay [expr $clk_period * $clk_io_pct] -clock clk0 $non_clock_inputs
set_output_delay [expr $clk_period * $clk_io_pct] -clock clk0 [all_outputs]
File: /design/flow/design.v
module xlr8_fdiv
  #(parameter DENOM_W = 32,
    parameter NUMER_W = 32,
    parameter EXP_W   = 8,
    parameter FRAC_W =  23,
    parameter QUOTI_W = 32,
    parameter REMAI_W = DENOM_W)
  (input logic clk,
   input logic                rst_n,
   input logic                clken,
   input logic [DENOM_W-1:0]  denom,
   input logic [NUMER_W-1:0]  numer,
   input logic                start,  
   output logic [QUOTI_W-1:0] q_out
   );
   localparam MANT_W = FRAC_W+1;
   localparam QUO_W = MANT_W+3;
   localparam CNT_W = $clog2(MANT_W+1);
   localparam SUB_W = 28;  
  logic                       sign;
  logic [EXP_W-1:0]           exp_q;
  logic [EXP_W-1:0]           temp_exp;
  logic [EXP_W-1:0]           exp_numer;
  logic [EXP_W-1:0]           exp_denom;
  logic [FRAC_W-1:0]          frac_numer;
  logic [FRAC_W-1:0]          frac_denom;
  logic [MANT_W-1:0]          mant_numer;
  logic [MANT_W-1:0]          mant_denom;
  logic [MANT_W-1:0]          mant_q;
  logic                     exp_numer_0;
  logic                     exp_denom_0;
  logic                     exp_numer_255;
  logic                     exp_denom_255;
  logic                     frac_numer_0;
  logic                     frac_denom_0;
  logic                     numer_nan;
  logic                     denom_nan;
  logic                     numer_inf;
  logic                     denom_inf;
  logic                     numer_0;
  logic                     denom_0;
  logic [CNT_W-1:0]         cnt;
  logic [CNT_W-1:0]         cnt_nxt;
  logic [MANT_W:0]          q_rnd;
   logic [QUO_W:0]          quotient;
   logic [QUO_W:0]          quotient_nxt;
   logic                    bsy;
  logic [MANT_W-1:0]        divisor, divisor_nxt;
  logic [MANT_W:0]          dividend, dividend_nxt, dividend_mux;
  logic                     quotient_val;        
  logic [QUO_W:0] q_adjst;
  logic [EXP_W-1:0] exp_adjst;
  assign exp_numer = numer[23 +: EXP_W];
  assign exp_denom = denom[23 +: EXP_W];
  assign frac_numer = numer[FRAC_W-1:0];
  assign frac_denom = denom[FRAC_W-1:0];
  assign mant_numer = {1'b1,numer[FRAC_W-1:0]};
  assign mant_denom = {1'b1,denom[FRAC_W-1:0]};
  always_ff @(posedge clk or negedge rst_n)
    if (!rst_n) begin
      sign <= 1'b0;
      temp_exp <= 8'h0;
    end
    else begin
      sign <= numer[31]^denom[31];  
      temp_exp <= exp_numer - exp_denom + 'd127;  
    end
  always_comb begin
    exp_numer_0 = exp_numer == 0;
    exp_denom_0 = exp_denom == 0;
    exp_numer_255 = exp_numer == 8'hff;
    exp_denom_255 = exp_denom == 8'hff;
    frac_numer_0 = frac_numer == 0;
    frac_denom_0 = frac_denom == 0;
    numer_nan = (exp_numer_255) && !frac_numer_0;
    denom_nan = (exp_denom_255) && !frac_denom_0;
    numer_inf = (exp_numer_255) && frac_numer_0;
    denom_inf = (exp_denom_255) && frac_denom_0;
    numer_0 = exp_numer_0;
    denom_0 = exp_denom_0;
  end
  always_comb begin
    if (numer_nan || denom_nan || (numer_0 && denom_0) || (numer_inf && denom_inf)) begin
      q_out = 32'h7fffffff;
    end
    else if (numer_inf || denom_0) begin
      q_out = {sign,8'hff,23'h0};
    end
         else if (numer_0 || denom_inf) begin
           q_out = {sign,31'h0};
         end
              else begin
                q_out = {sign,exp_adjst,q_rnd[FRAC_W-1:0]};
              end
  end  
   logic [23:0] rslt;
   logic        brw;       
  always_comb begin: calc_nxt
    {brw,rslt} = dividend - divisor;
     dividend_mux = brw ? dividend : rslt;
     dividend_nxt = dividend_mux << 1;
     quotient_nxt = (brw) ? {quotient[26:0],1'b0} : {quotient[26:0],1'b1};
     divisor_nxt = divisor;
    cnt_nxt = cnt - 'd1;
    bsy = |cnt;
  end
  always_ff @(posedge clk or negedge rst_n)
    if (!rst_n) begin
      cnt <= {CNT_W{1'b0}};
      dividend <= {25{1'b0}};
      divisor <= {MANT_W{1'b0}};
      quotient <= {QUO_W{1'b0}};
    end
    else begin
      if (clken) begin
         cnt <= start && !bsy ? SUB_W :
                   bsy ? cnt_nxt : cnt;
         divisor <= start && !bsy ? mant_denom :
                       bsy ? divisor_nxt :
                       divisor;
        dividend <= start && !bsy ? {1'b0, mant_numer} :
                        bsy ? dividend_nxt :
                        dividend;
        quotient <= start && !bsy ? '0 :
                        bsy ? quotient_nxt :
                        quotient;
      end
    end  
  logic stcky, g, r;
  logic [25:0] q_inc_g;
  always_comb begin
    if (quotient >= 28'h8000000) begin
      exp_adjst = temp_exp ;
      q_adjst = quotient >>1;
    end
    else begin
      q_adjst = quotient;
      exp_adjst = temp_exp-1;
    end  
  end  
  always_comb begin
    stcky = q_adjst[0] || |dividend;
    g = q_adjst[2];
    r = q_adjst[1];
    q_inc_g = q_adjst[27:2] +1;
    q_rnd[0] = g&&!r&&!stcky ? 1'b0 : q_inc_g[1];
    q_rnd[24:1] = q_inc_g[25:2];
  end
  always_ff @(posedge clk) begin
    quotient_val <= bsy && (~|cnt_nxt);
  end
endmodule  
File: /design/flow/run.sh
#!/bin/bash
# OpenROAD 26Q1-2900-gdf79404cd8, Yosys 0.63+post, stock flow scripts
make -C /OpenROAD-flow-scripts/flow DESIGN_CONFIG=/design/flow/config.mk WORK_HOME=/design/flow/orfs finish
==> impl_metrics.yaml <==
# yosys + openroad results
power_and_ir_drop:
  combPwrFrac: 0.562
  power.leakage_nw: 3.43
  clockPowerShare: 0.155
  powerDensity_mw_per_mm2: 221
  seq_power_share: 0.283
  finalPower_mw: 1.82
  internal-power_mw: 1.05
  swShare: 0.420
  ir_drop_mv: 0.132
  p_sw_mw: 0.763
synth:
  ys.flops: 91
  topCellsByArea: "dfrtp_1, ha_1, o21ai_0"
  synthCells: 793
  ys_area_mm2: 0.00676
  yosysWarnings: 1
  logic_family: "AND-OR/OR-AND gates"
  simple_gate_share: 0.177
  synthArstFlopShare: 1.00
  syn_avg_cell_area_um2: 8.53
  yosysTopAreaCell: "dfrtp_1"
  postSynthSeqShare: 0.337
  top_cells_by_count: "dfrtp_1, nand2_1, o21ai_0, a21oi_1, inv_1"
  yosys.area_share.aoi: 0.255
  synth_cell_types: 68
  top_cell_area_share: 0.337
  adder_share: 0.0799
  yosysMostFrequentCell: "dfrtp_1"
  yosysCellCount: 793
  netlist_area_mm2: 0.00676
  mux_area_frac: 0.0390
  xor_share: 0.0585
  edf_count: 0
  synth_top_flop_cell: "dfrtp_1"
run_status:
  outcome: "complete, no violations"
final_timing:
  worst_pin_slew_ns: 0.720
  fin_crit_ns: 7.67
  finalCritPeriodShare: 0.650
  timing.slew.headroom: 0.520
  hold_viol: 0
  skew_ns: 0.00889
  finalSetupViolCount: 0
  setup-tns-final_ns: 0
  maxSlewViolCount: 0
  max_freq_ghz: 0.130
  rsz0062_at_grt: "no"
place:
  gp_congestion: 0.893
  hpwl_mm: 13.5
  port_buffers: 99
worst_setup_path:
  regToRegSetupSlack_ns: 8.64
  end_kind: "output port"
  cp_max_fo: 23
  r2r_end: "dividend[14]$_DFFE_PN0P_"
  crit_arrival_ns: 5.31
  start_kind: "input port"
  reg2reg_from: "dividend[13]$_DFFE_PN0P_"
  critPathKind: "in2out"
  reg2regPathDepth: 9
  worstPathRequired_ns: 9.44
global_route:
  grt_overflow: 0
  grt_max_degree: 61
  grtUsageTotal: 0.217
  grt_pass1_vias: 5651
  antenna_found_initial: 0
  grt_pass1_wl_mm: 29.8
cts:
  cts_tree: "done"
  htreeDepth: 3
  worstSkewPairLatency_ns: 0.34
  clk_pin_slew_worst_paths_ns: 0.06
  cts_sinks: 91
  clockBufferDepth: 2
  cts_hold_buffers: 0
  root_buffer: "clkbuf_16"
  cts_setup_buffers: 0
  cts_resized: 0
  numCtsBuffers: 9
floorplan:
  floorplan.core_util: 0.409
  die_h_um: 132
  chip_area_mm2: 0.0174
  row_count: 47
  die_x_um: 132
  pin_count: 100
  core_mm2: 0.0165
worst_hold_path:
  whs_endpoint: "cnt[4]$_DFFE_PN0P_"
  hold_start: "cnt[4]$_DFFE_PN0P_"
  holdPathStages: 2
  hold_class: "reg2reg"
routing:
  drtIter0Drc: 372
  viasPerCell: 5.63
  vias: 6154
  route.detailed.drc: 0
  n_antenna_cell: 0
  routedWlPerCell_um: 16.5
  ant_nets: 0
  drt_wl_total_mm: 18.1
  drt-pass1-iter-count: 5
cells_and_area:
  drive_gt1_frac: 0.0458
  area_delta_synth_final_pct: 21.5
run:
  max_cap_violations: 0
  tool_warnings: 25
-- routing by layer --
layer	GRT usage	vias to the layer above	wire length, um
met2	0.331	106	8230
met5	0	-	0
li1	-	3074	-
met1	0.349	2957	8980
met3	0.0239	17	584
met4	0.0304	0	276
-- worst max-delay path, stage by stage --
cell and delay (ns):
clkdlybuf4s50_1 0.42, nor4_1 0.37, and4_1 0.26, nand3_1 0.20, o21ai_1 0.44, a211o_1 0.60, nand3b_1 0.19, nand2_1 0.06
clkdlybuf4s50_1 0.41
-- cells in the final DEF, fill, tap and decap left out, types with 15 or more instances in the layout --
| cell | count |
|---|---|
| a21oi_1 | 61 |
| o21ai_0 | 65 |
| ha_1 | 40 |
| dfrtp_1 | 91 |
| inv_1 | 47 |
| a22o_1 | 26 |
| nor2_1 | 29 |
| xnor2_1 | 28 |
| mux2i_1 | 23 |
| a22oi_1 | 15 |
| nand2_1 | 80 |
| o21ai_1 | 16 |
| nor4_1 | 20 |
| clkdlybuf4s50_1 | 98 |
-- cells by family (layout without fill, tap and decap cells) --
group	after synthesis	in the layout
flops	91	91
buf+inv	90	170
fa+ha+maj	42	42
mux	26	26
simple gates	234	234
compound gates	267	267
xor+xnor	43	43
-- layout make-up --
type,instances,area (um2)
inverter,47,176
sequential,91,2280
clock buffer,13,270
clock inverter,3,21.3
timing repair buffer,107,1050
fill,1478,8310
multi-input combinational,612,4150
tap,220,275
-- worst max path at each step --
stage	startpoint	to	slack, ns	cells after the start
4_1_cts	denom[16]	q_out[4]	4.09	9
6_report	denom[16]	q_out[4]	4.13	9
5_1_grt	denom[16]	q_out[4]	3.90	9
-- power by group through the flow --
stage / combinational [mW] / sequential (mW) / clock [mW]
global route: 1.13 / 0.529 / 0.298
finish: 1.02 / 0.514 / 0.282
CTS: 1.02 / 0.513 / 0.287
-- sequential cells by signal (all words and copies together), names as in the netlist --
name / flops
cnt: 5
sign: 1
temp_exp: 8
quotient: 28
divisor: 24
dividend: 25
-- through the flow --
step | area (um2) | utilization | hold WS (ns) | worst slack [ns] | instances
after global placement | 7920 | 0.479 | 0.451 | 4.28 | 1077
final | 8210 | 0.497 | 0.473 | 4.13 | 1093
after floorplan | 6760 | - | 0.418 | 5.65 | 793
after CTS | 8210 | 0.497 | 0.477 | 4.09 | 1093
after global routing | 8210 | 0.497 | 0.509 | 3.90 | 1093
after detailed placement | 7920 | 0.479 | 0.461 | 4.11 | 1077
Power is estimated from default activity; no workload was simulated.
